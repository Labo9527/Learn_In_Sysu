==> ./design.v <==
module ControlUnit(
    input CLK,
    input Reset,
    input zero,
    input sign,
    input [5:0] opcode,
    output reg WrRegDSrc,
    output reg[1:0] RegDst,
    output reg RegWre,
    output reg[2:0] ALUOp,
    output reg[1:0] PCSrc,
    output reg ALUSrcA,
    output reg ALUSrcB,
    output reg mRD,
    output reg mWR,
    output reg DBDATASrc,
    output reg PCWre,
    output reg ExtSel,
    output reg InsMemRW,
    output reg IRWre,
    output reg[2:0] State
    );
    always@(negedge CLK) begin
        if(opcode==6'b111111) begin PCWre=0; end
    end
    always@(opcode or sign or zero)begin
        if(opcode==6'b110101)
                    begin
                       ALUSrcA=0;
                       ALUSrcB=0;
                       InsMemRW=1;
                                       DBDATASrc=0;
                       ALUOp=3'b001;
                       if(zero==1) PCSrc=0;
                       else PCSrc=1;
                       ExtSel=1;
                       RegDst=2'b01;
                       WrRegDSrc=1; 
                    end
    end
    always@(negedge CLK or posedge Reset) begin
        if(Reset==1)
            begin
                State=3'b000;
                WrRegDSrc=1;
                RegDst=2'b00;
                RegWre=0;
                ALUOp=3'b000;
                PCSrc=2'b00;
                ALUSrcA=0;
                ALUSrcB=0;
                mRD=0;
                mWR=0;
                DBDATASrc=0;
                PCWre=0;
                ExtSel=0;
                InsMemRW=1;
                IRWre=1;
            end
        else
            begin
                case(State)
                    3'b000:
                        begin
                        if(opcode==6'b111111)
                            begin
                                State<=3'b000;
                                PCWre=0;
                            end
                        else
                            begin    
                            State<=3'b001;
                            if(opcode==6'b111010)
                              begin RegWre=0; end
                              else begin RegWre=0; end
                            RegWre=(opcode==6'b111010)?0:0;
                            mRD=0;
                            mWR=0;
                            PCWre=0;
                            IRWre=1;
                            end
                        end
                    3'b001:
                        begin
                            case(opcode)
                                6'b110100,6'b110101,6'b110110:begin State<=3'b101; PCWre=0; end
                                6'b110000,6'b110001:begin State<=3'b010; PCWre=0; end
                                6'b111000,6'b111001,6'b111010,6'b111111:
                                begin
                                    State<=3'b000;
                                    if(opcode==6'b111111) begin PCWre=0; end
                                    else begin PCWre=1; end
                                end
                                default:begin State<=3'b110; PCWre=0; end
                            endcase
                            if(opcode==6'b111010)
                                RegWre=0;
                            else RegWre=0;
                            mRD=0;
                            mWR=0;
                            IRWre=0;
                        end
                    3'b010:
                        begin
                            State<=3'b011;
                            RegWre=0;
                            if(opcode==6'b110000) mWR=1;
                            mRD=0;
                            PCWre=0;
                            IRWre=0;
                        end
                    3'b011:
                        begin
                        if(opcode==6'b110000)
                           begin State<=3'b000; mWR=0; mRD=0; PCWre=1; end
                        else begin State<=3'b100; mWR=0; mRD=1; RegWre=1; PCWre=0; end
                            IRWre=0;
                        end
                    3'b100:
                        begin
                            State<=3'b000;
                            RegWre=0;
                            mRD=0;
                            mWR=0;
                            PCWre=1;
                            IRWre=0;
                        end
                    3'b101:
                        begin
                            State<=3'b000;
                            RegWre=0;
                            mRD=0;
                            mWR=0;
                            PCWre=1;
                            IRWre=0;
                        end
                    3'b110:
                        begin
                            State<=3'b111;
                            RegWre=1;
                            mRD=0;
                            mWR=0;
                            PCWre=0;
                            IRWre=0;
                        end
                    3'b111:
                    begin
                        State<=3'b000;
                        RegWre=0;
                        mRD=0;
                        mWR=0;
                        PCWre=1;
                        IRWre=0;
                    end
                endcase
            end
    end
    always@(opcode or sign ) begin
        case(opcode)
            6'b000000:
                begin
                    ALUSrcA=0;
                    ALUSrcB=0;
                    InsMemRW=1;
                    DBDATASrc=0;
                    ALUOp=3'b000;
                    PCSrc=0;
                    ExtSel=0;
                    RegDst=2'b10;
                    WrRegDSrc=1;
                end
            6'b000001:
               begin
                    ALUSrcA=0;
                    ALUSrcB=0;
                    InsMemRW=1;
                    DBDATASrc=0;
                    ALUOp=3'b001;
                    PCSrc=0;
                    ExtSel=0;
                    RegDst=2'b10;
                    WrRegDSrc=1;
               end
           6'b000010:
                begin
                    ALUSrcA=0;
                    ALUSrcB=1;
                    InsMemRW=1;
                                    DBDATASrc=0;
                    ALUOp=3'b000;
                    PCSrc=0;
                    ExtSel=1;
                    RegDst=2'b01;
                    WrRegDSrc=1;
                end
          6'b010000:
                begin
                    ALUSrcA=0;
                    ALUSrcB=0;
                    InsMemRW=1;
                                    DBDATASrc=0;
                    ALUOp=3'b100;
                    PCSrc=0;
                    ExtSel=0;
                    RegDst=2'b10;
                    WrRegDSrc=1;
                end
         6'b010001:
                begin
                    ALUSrcA=0;
                    ALUSrcB=1;
                    InsMemRW=1;
                                    DBDATASrc=0;
                    ALUOp=3'b100;
                    PCSrc=0;
                    ExtSel=0;
                    RegDst=2'b01;
                    WrRegDSrc=1;
                end
         6'b010010:
                begin
                    ALUSrcA=0;
                    ALUSrcB=1;
                    InsMemRW=1;
                                    DBDATASrc=0;
                    ALUOp=3'b011;
                    PCSrc=0;
                    ExtSel=0;
                    RegDst=2'b01;
                    WrRegDSrc=1;
                end
         6'b010011:
                begin
                    ALUSrcA=0;
                    ALUSrcB=1;
                    InsMemRW=1;
                                    DBDATASrc=0;
                    ALUOp=3'b111;
                    PCSrc=0;
                    ExtSel=0;
                    RegDst=2'b01;
                    WrRegDSrc=1;
                end
         6'b011000:
                begin
                    ALUSrcA=1;
                    ALUSrcB=0;
                    InsMemRW=1;
                                    DBDATASrc=0;
                    ALUOp=3'b010;
                    PCSrc=0;
                    ExtSel=0;
                    RegDst=2'b10;
                    WrRegDSrc=1;
                end
         6'b100110:
                begin
                    ALUSrcA=0;
                    ALUSrcB=1;
                    InsMemRW=1;
                                    DBDATASrc=0;
                    ALUOp=3'b110;
                    PCSrc=0;
                    ExtSel=1;
                    RegDst=2'b01;
                    WrRegDSrc=1;
                end
         6'b100111:
                begin
                    ALUSrcA=0;
                    ALUSrcB=0;
                    InsMemRW=1;
                                    DBDATASrc=0;
                    ALUOp=3'b110;
                    PCSrc=0;
                    ExtSel=1;
                    RegDst=2'b10;
                    WrRegDSrc=1;
                end
         6'b110000:
                begin
                    ALUSrcA=0;
                    ALUSrcB=1;
                    InsMemRW=1;
                                    DBDATASrc=0;
                    ALUOp=3'b000;
                    PCSrc=0;
                    ExtSel=1;
                    RegDst=2'b01;
                    WrRegDSrc=1;
                end
         6'b110001:
                begin
                    ALUSrcA=0;
                    ALUSrcB=1;
                    InsMemRW=1;
                                    DBDATASrc=1;
                    ALUOp=3'b000;
                    PCSrc=0;
                    ExtSel=1;
                    RegDst=2'b01;
                    WrRegDSrc=1;
                end
         6'b110100:
                begin
                    ALUSrcA=0;
                    ALUSrcB=0;
                    InsMemRW=1;
                                    DBDATASrc=0;
                    ALUOp=3'b001;
                    if(zero!=1) PCSrc=0;
                    else PCSrc=1;
                    ExtSel=1;
                    RegDst=2'b01;
                    WrRegDSrc=1;
                end
         6'b110101:
                begin
                   ALUSrcA=0;
                   ALUSrcB=0;
                   InsMemRW=1;
                                   DBDATASrc=0;
                   ALUOp=3'b001;
                   if(zero==1) PCSrc=0;
                   else PCSrc=1;
                   ExtSel=1;
                   RegDst=2'b01;
                   WrRegDSrc=1; 
                end
         6'b110110:
                begin
                    ALUSrcA=0;
                    ALUSrcB=0;
                    InsMemRW=1;
                                    DBDATASrc=0;
                    ALUOp=3'b001;
                    if(sign!=1) PCSrc=0;
                    else PCSrc=1;
                    ExtSel=1;
                    RegDst=2'b00;
                    WrRegDSrc=1;
                end
         6'b111000:
                begin
                    ALUSrcA=0;
                    ALUSrcB=0;
                    InsMemRW=1;
                                    DBDATASrc=0;
                    ALUOp=3'b000;
                    PCSrc=2'b11;
                    ExtSel=1;
                    RegDst=2'b00;
                    WrRegDSrc=1;
                end
         6'b111001:
                begin
                    ALUSrcA=0;
                    ALUSrcB=0;
                    InsMemRW=1;
                                    DBDATASrc=0;
                    ALUOp=3'b000;
                    PCSrc=2'b10;
                    ExtSel=1;
                    RegDst=2'b00;
                    WrRegDSrc=1;
                end
          6'b111010:
                begin
                    ALUSrcA=0;
                    ALUSrcB=0;
                    InsMemRW=1;
                                    DBDATASrc=0;
                    ALUOp=3'b000;
                    PCSrc=2'b11;
                    ExtSel=1;
                    RegDst=2'b00;
                    WrRegDSrc=0;
                    RegWre=1;
                end
         6'b111111:
                begin
                    ALUSrcA=0;
                    ALUSrcB=0;
                    InsMemRW=0;
                                    DBDATASrc=0;
                    ALUOp=3'b000;
                    PCSrc=2'b00;
                    ExtSel=0;
                    RegDst=2'b00;
                    WrRegDSrc=0;
                    PCWre=0;
                end
        endcase
    end
endmodule
==> ./run.sh <==
#!/bin/bash
# OpenROAD 26Q1-2900-gdf79404cd8, Yosys 0.63+post, stock flow scripts
make -C /OpenROAD-flow-scripts/flow DESIGN_CONFIG=/design/flow/config.mk WORK_HOME=/design/flow/orfs finish
==> ./config.mk <==
export PLATFORM = sky130hd
export DESIGN_NAME = ControlUnit
export DESIGN_NICKNAME = ControlUnit
export VERILOG_FILES = /design/flow/design.v
export SDC_FILE = /design/flow/constraint.sdc
export NUM_CORES = 4
export LEC_CHECK = 1
export CORE_AREA = 10 10 70 70
export DIE_AREA = 0 0 80 80
==> ./constraint.sdc <==
current_design ControlUnit

set clk_period 1.3
set clk_io_pct 0.2

create_clock -name clk0 -period $clk_period [get_ports {CLK}]

set non_clock_inputs [all_inputs -no_clocks]
set_input_delay [expr $clk_period * $clk_io_pct] -clock clk0 $non_clock_inputs
set_output_delay [expr $clk_period * $clk_io_pct] -clock clk0 [all_outputs]
==> CHANGELOG.md <==
## Flow update

- Top cells by area: dfrtn_1 26%, buf_4 23%, nand3_1 6.2%
- Cell Pwr Density: 1416 nW/um^2
- Crit-path max FO: 2
- Die W: 80 microns
- First-pass GRT wire length: 2.090 mm
- DP Wirelength: 981.3 microns
- ANT nets after route: 0
- TritonCTS buffer count: 3
- Total power after layout: 0.001277 W
- Worst path depth: 1
- RSZ-0062 raised after global routing: yes
- Tool Warnings: 31
- Placer Congestion: 0.6858
- Crit start category: flop
- Sw frac: 37.40%
- H-tree level count: 1
- Setup TNS: -2907 ps
- Largest net degree at the start of global routing: 9
- Grt met1 use: 5.783%
- Pleak: 0.3901 nW
- Core area: 3416 sq um
- Layout cells sized above 1: 59.30%
- Drt total wl: 1.419 mm
- Grt peak-use layer: met1
- Flops after synth: 6
- # Cells Yosys: 59
- Total clock sinks: 6
- Fill cell count: 375
- Asr flop ratio synth: 100.0%
- Drt via density: 3.621
- CTS tree: done
- Syn Inst Count: 59
- Largest stage delay on the critical path: 510 ps
- Top FF cell, synth: dfrtn_1
- Critical Path AT: 1550 ps
- MI comb area: 410.4 sq um
- Clock group share of total power: 15.9%
- Crit-path slowest cell: dfstp_2
- Die Y: 80 microns
- Total track usage: 3.883%
- Synth Seq Share: 31.43%
- Outcome: finished with violations
- Synthesized area: 481.7 sq um
- GRT Residual Overflow: 0
- Port bufs: 13
- DRT iter0 DRCs: 20
- # Max-Cap Violations: 0
- Root buffer cell: clkbuf_4
- Clk latency late pin: 300 ps
- Hold Path Class: flop to flop
- Hold Path Cell Cnt: 2
- Clk slew on worst S/H paths: 40 ps
- Critical path endpoint category: output pin
- Avg Cell Area, Syn: 8.165 sq um
- Failing checks: negative setup slack
- Initial antenna violation count: 0
- FP Rows: 21
- Area growth, synth to finish: 87.27%
- GR met2 Demand/Resource: 4.575%
- Critical setup path kind: flop to output pin
- VDD IR-drop max: 0.3997 mV
- FP Util: 14.10%
- GR Layer Usage met3: 1.932%
- Comb pwr share: 60.2%
- Skew final: 37.98 ps
- Leading area contributor after synthesis: dfrtn_1
- Final Max Tran Viols: 0
- Final setup viols: 11
- Sequential power share: 23.9%
- Critical path's top delay family: flip-flops
- Top cells by count: 15 x buf_4, 6 x nand3_1, 5 x dfrtn_1, 5 x inv_1, 5 x nor2_1
- Min Hold Slack: 571.4 ps
- Vias in the first global route: 478
- Internal power: 0.0007995 W
- Clk buf depth: 2
- DR pass1 iterations: 3
- WP buf/inv: 1
- Yosys warning count: 34
- Post-synth EDFFs: 0
- Ant diodes: 0
- Sequential cell area: 151.4 sq um
- YS chip area: 481.7 sq um
- Worst setup margin: -509.5 ps
- Synth top area share: 25.97%
- Worst EP required: 1040 ps
- Vias: 478
- Netlist cell types: 23
- Die area: 6400 sq um
- # DRC: 0
- Psw: 0.0004777 W
- # IOs: 31
- WL/cell: 10.75 microns
- Final Hold Viols: 0
- CP Cell Sequence: buf_2
- Top-count cell post-synth: buf_4
- Worst Reg2Reg Path Length in Cells: 6
-- through the flow --
stage / std cells / utilization [%] / instance area, sq um / setup WS (ps)
3_3_place_gp: 123 / 20.18 / 689.4 / -964.0
4_1_cts: 130 / 23.85 / 814.5 / -517.3
2_1_floorplan: 72 / - / 561.8 / -353.8
6_report: 132 / 26.41 / 902.1 / -509.5
5_1_grt: 132 / 26.41 / 902.1 / -541.8
3_5_place_dp: 123 / 20.18 / 689.4 / -982.7
-- placed cells by master, fill, tap and decap left out, drive strengths merged --
cell type	synthesis	layout
buf	15	24
conb	2	15
nor2	6	6
nand3	6	6
dfrtn	5	5
inv	5	5
clkbuf	0	4
a21oi	3	3
nand2	3	3
a2111oi	2	2
dfstp	1	1
and2	1	1
nand2b	1	1
nand3b	1	1
or4	1	1
o311ai	1	1
a211o	1	1
o21ai	1	1
a22o	1	1
xnor2	1	1
a211oi	1	1
o31ai	1	1
clkdlybuf4s50	0	1
-- worst reg2reg max path: stages, from the launching register on --
cell and delay [ps]:
dfrtn_1 410, buf_4 110, buf_6 130, nand2b_4 160, nor2_2 40, a211o_1 250
a22o_1 200
-- power groups by stage --
stage	clock network [W]	registers, W	logic [W]
5_1_grt	0.000216	0.000316	0.000839
6_report	0.000203	0.000306	0.000768
4_1_cts	0.000204	0.000304	0.000606
-- cell type report --
class | count | share of cell area (%)
clock buffers | 4 | 2.913
clock inverters | 1 | 0.4161
inverters | 4 | 1.664
multi-input cells | 46 | 45.49
flip-flops and latches | 6 | 16.78
well taps | 46 | 6.380
repair buffers | 25 | 26.35
-- final timing paths --
path | start | endpoint | slack [ps]
setup reg to reg | State[2] | State[2] | -170
hold / removal | mWR | mWR | 570
min in group asynchronous | Reset | State[1] | 820
max in group asynchronous | Reset | mWR | 340
hold reg to reg | mWR | mWR | 570
setup / recovery | IRWre | IRWre | -510
-- cells by family (layout without fill, tap and decap cells) --
group	after synthesis	in the layout	share of synthesized area, %
buffers and inverters	20	34	27.27
AND/OR/NAND/NOR	19	19	20.26
AND-OR/OR-AND	11	11	17.66
flip-flops	6	6	31.43
other	2	15	1.559
XOR/XNOR	1	1	1.819
-- state kept, by name, summed over array words and instances, names as in the netlist --
signal  flops
IRWre       1
State       3
mRD         1
mWR         1
-- metal layers --
| metal | share of wire [%] | wire, microns | up-vias |
|---|---|---|---|
| li1 | - | - | 226 |
| met5 | 0 | 0 | - |
| met4 | 3.0 | 43 | 0 |
| met2 | 37 | 524 | 27 |
| met1 | 53 | 754 | 221 |
| met3 | 6.8 | 97 | 4 |
-- timing repair --
item | 4_1_cts | 5_1_grt
setup buffers | 3 | 2
gates resized | 74 | 13
endpoints found under the setup margin | 12 | 12
pin swaps | 12 | 6
hold buffers | 0 | 0
Power figures rest on the tool's default switching activity, not on a simulated workload.
