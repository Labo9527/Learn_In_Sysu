[design/flow/run.sh]
#!/bin/bash
# OpenROAD 26Q1-2900-gdf79404cd8, Yosys 0.63+post, stock flow scripts
make -C /OpenROAD-flow-scripts/flow DESIGN_CONFIG=/design/flow/config.mk WORK_HOME=/design/flow/orfs finish
[design/flow/config.mk]
export PLATFORM = sky130hd
export DESIGN_NAME = IR
export DESIGN_NICKNAME = IR
export VERILOG_FILES = /design/flow/design.v
export SDC_FILE = /design/flow/constraint.sdc
export NUM_CORES = 4
export LEC_CHECK = 1
export CORE_AREA = 10 10 86 86
export DIE_AREA = 0 0 96 96
[design/flow/constraint.sdc]
current_design IR

set clk_period 1.0
set clk_io_pct 0.2

create_clock -name clk0 -period $clk_period [get_ports {CLK}]

set non_clock_inputs [all_inputs -no_clocks]
set_input_delay [expr $clk_period * $clk_io_pct] -clock clk0 $non_clock_inputs
set_output_delay [expr $clk_period * $clk_io_pct] -clock clk0 [all_outputs]
[design/flow/design.v]
`timescale 1ns / 1ps
module IR(
    input CLK,
    input IRWre,
    input [31:0] IDataOut,
    output reg[5:0] op,
    output reg[4:0] rs,
    output reg[4:0] rt,
    output reg[4:0] rd,
    output reg[4:0] sa,
    output reg[15:0] immediate
    );
    always@(posedge CLK) begin
    if(IRWre==1) begin
        sa[4:2] = IDataOut[10:8];
        sa[1:0]=IDataOut[7:6];
        op=IDataOut[31:26];
        rs[4:3]=IDataOut[25:24];
        rs[2:0]=IDataOut[23:21];
        rt=IDataOut[20:16];
        rd=IDataOut[15:11];
        immediate[15:8]=IDataOut[15:8];
        immediate[7:0]=IDataOut[7:0];
        end
    end
endmodule
==> impl_metrics.py <==
# Metrics from the implementation run
metrics = {
    "final_layout": {
        "logic_area_um2": 0,
        "finalInstanceArea_mm2": 0.00170,
        "final_layout_size_suffix_gt1_share_pct": 41.9,
        "nMultiInputCombCells": 0,
        "syn_to_final_growth_pct": 64.0,
        "final_util_pct": 30.7,
    },
    "floorplanning": {
        "die_w_um": 96,
        "die_y_um": 96,
        "fp_util_pct": 18.7,
        "core.rowCount": 27,
        "ios": 76,
        "core_mm2": 0.00554,
        "die_area_mm2": 0.00922,
    },
    "critical_path": {
        "worstSetupEndpointType": "primary output",
        "start_kind": "register",
        "crit_chain": "buf_2",
        "critPathSlowestCell": "edfxtp_1",
        "required_ns": 0.80,
        "max_stage_delay_ns": 0.38,
        "worst-setup-path-type": "reg -> out",
        "crit_family": "flip-flops",
        "critPathArrivalTime_ns": 0.78,
        "worst-path-max-fanout": 2,
        "path_buffers": 1,
    },
    "clock_network": {
        "clock-sinks": 32,
        "root_buffer": "clkbuf_8",
        "cts_setup_buffers": 0,
        "cts_buffer_depth": 2,
        "htree_levels": 2,
        "path_clk_slew_ns": 0.06,
        "cts_inserted_buffers": 5,
        "cts_tree": "yes",
    },
    "pwr": {
        "p_leak_uw": 0.000662,
        "p_per_area_mw_per_mm2": 1650,
        "power_uw": 2800,
        "ir_drop_v": 0.000675,
    },
    "placement": {
        "dp_slack_ns": -0.267,
        "dpl_cell_area_mm2": 0.00183,
        "place.gp.congestion": 0.752,
        "portBuffers": 75,
    },
    "sta": {
        "slew_violations": 0,
        "fin_crit_ns": 0.982,
        "slew_headroom_pct": 89.2,
        "setup_viol": 0,
        "worst_slack_ns": 0.0182,
        "tightest_slew_ns": 0.162,
        "fin_crit_sh_pct": 98.2,
        "finalHoldViolCount": 0,
        "rsz0062_at_grt": "yes",
        "fmax_mhz": 1020,
        "hold-worst-slack_ns": 0.475,
    },
    "run": {
        "warning_count": 27,
        "max_cap_viol_count": 0,
    },
    "outcome": {
        "status": "finished, final reports clean",
    },
    "grt": {
        "grt_pass1_wl_mm": 3.57,
        "antenna_found_initial": 0,
        "grt_pass1_vias": 646,
        "grt_usage_pct": 5.43,
        "grt_start_max_net_pins": 31,
        "grt_overflow_total": 0,
    },
    "synth": {
        "yosys_cells": 42,
        "ys_chip_area_mm2": 0.00104,
        "syn_area_per_cell_um2": 24.7,
        "syn_area_mm2": 0.00104,
        "synth_cell_types": 2,
        "ys_seq_share_pct": 92.8,
        "ys.flops": 32,
        "syn_inst": 42,
        "yosysWarnings": 1,
    },
    "drt": {
        "wl_mm": 2.72,
        "vias": 616,
        "diodes": 0,
        "drt_iter0_markers": 20,
        "drc": 0,
        "detail_route.vias_per_cell": 3.26,
        "detail-route-antenna-nets": 0,
        "drtPass1Iterations": 4,
        "wl_per_cell_um": 14.4,
    },
    "hold_path": {
        "hp-class": "in -> reg",
    },
}
-- final timing paths --
check | from | endpoint | slack, ns | depth (start not counted)
worst min-delay path | IDataOut[10] | immediate[10] | 0.47 | 1
worst max-delay path | immediate[13] | rd[2] | 0.02 | 1
-- layer usage --
metal / vias up / GRT usage [%] / routed length (µm)
met4: 0 / 0.614 / 30
met3: 4 / 4.87 / 586
met5: - / 0 / 0
li1: 295 / - / -
met1: 269 / 4.89 / 783
met2: 48 / 9.14 / 1320
-- cell usage in the layout, fill, tap and decap left out --
cell and instances:
buf_2 42, clkdlybuf4s50_1 33, edfxtp_1 32, clkbuf_8 5
clkbuf_1 2, clkinv_1 1, buf_4 1, buf_12 1
-- sequential cells by signal, summed over array words and instances, names as in the netlist --
name	count
rt	5
immediate	16
rs	5
op	6
-- cell families (layout without fill, tap and decap cells) --
kind of cell / Yosys count / after routing / share of synthesized area [%]
flip-flops: 32 / 32 / 92.8
buffers and inverters: 10 / 85 / 7.25
-- final cells by class --
type	count	area, µm²
fillers	569	3840
clock inverters	1	3.75
well taps	72	90.1
clock buffers	7	76.3
flip-flops and latches	32	961
repair buffers	77	568
-- cell usage after synthesis, drive strengths merged --
cell type  count  area [µm²]
buf           10        75.1
edfxtp        32         961
-- timing repair --
action / CTS / global route
setup endpoints to repair: 42 / 24
hold buffers: 0 / 0
resized: 131 / 0
pin swaps: 0 / 0
-- power by group --
part           switching, µW  internal, µW  total (µW)
clock network            430           483         913
registers               24.1          1590        1620
logic                   69.3           202         272
-- stage by stage --
stage	TNS (ns)	cells
final	0	189
after floorplan	0	42
after detailed placement	-8.29	181
after CTS	-0.0109	189
after global routing	-0.475	189
after global placement	-7.88	181
Power figures rest on the tool's default switching activity, not on a simulated workload.
