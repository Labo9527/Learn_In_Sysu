## /design/flow/run.sh

```bash
#!/bin/bash
# OpenROAD 26Q1-2900-gdf79404cd8, Yosys 0.63+post, stock flow scripts
make -C /OpenROAD-flow-scripts/flow DESIGN_CONFIG=/design/flow/config.mk WORK_HOME=/design/flow/orfs finish
```

## /design/flow/config.mk

```make
export PLATFORM = sky130hd
export DESIGN_NAME = ALU
export DESIGN_NICKNAME = ALU
export VERILOG_FILES = /design/flow/design.v
export SDC_FILE = /design/flow/constraint.sdc
export NUM_CORES = 4
export LEC_CHECK = 1
export CORE_UTILIZATION = 40
```

## /design/flow/constraint.sdc

```tcl
current_design ALU

set clk_period 18.2
set clk_io_pct 0.2

create_clock -name clk0 -period $clk_period

set non_clock_inputs [all_inputs -no_clocks]
set_input_delay [expr $clk_period * $clk_io_pct] -clock clk0 $non_clock_inputs
set_output_delay [expr $clk_period * $clk_io_pct] -clock clk0 [all_outputs]
```

## /design/flow/design.v

```verilog
`timescale 1ns / 1ps
module ALU(
    input [31:0] inputA,
    input [31:0] inputB,
    output reg zero,
    output reg [31:0] result,
    input [2:0] ALUOp,
    output reg sign
    );
    initial
        begin
            zero=0;
            sign=0;
            result=0;
        end
    always @(ALUOp or inputA or inputB) begin
        case(ALUOp)
            3'b000:result=inputA+inputB;
            3'b001:result=inputA-inputB;
            3'b010:result=(inputB<<inputA);
            3'b011:result=inputA|inputB;
            3'b100:result=inputA&inputB;
            3'b101:result=(inputA<inputB)?1:0;
            3'b110:begin
                    if(inputA<inputB&&(inputA[31]==inputB[31])) result=1;
                    else if(inputA[31]==1&&inputB[31]==0) result=1;
                    else result=0; 
                   end
            3'b111:result=inputA^inputB;
        endcase
        zero = (result==0)?1:0;
        sign = (result[31]==0)?0:1;
    end
endmodule
```

==> results.py <==
# Physical implementation metrics
metrics = {
    "status": {
        "run_status": "complete, no violations",
    },
    "synthesis": {
        "synthesized_area_per_cell_um2": 6.81,
        "post_synth_num_cell_types": 85,
        "synth_largest_type_area_fraction_pct": 16.6,
        "synthMostInstantiatedCell": "sky130_fd_sc_hd__ha_1",
        "yosys_synthesis_warning_count": 1,
        "mappedNetlistArea_mm2": 0.00724,
        "ys_cells": 1063,
        "yosys.stat.seqShare_pct": 0,
        "netlist_instances": 1063,
        "largest_area_cell": "sky130_fd_sc_hd__ha_1",
        "total_cell_area_reported_by_yosys_after_synthesis_mm2": 0.00724,
        "synth.area.top_cells": "sky130_fd_sc_hd__ha_1, sky130_fd_sc_hd__mux4_2, sky130_fd_sc_hd__a21oi_1",
        "synth.top_cells.by_count": "sky130_fd_sc_hd__ha_1, sky130_fd_sc_hd__nor2_1, sky130_fd_sc_hd__inv_1",
    },
    "global_route": {
        "antenna_found_initial": 0,
        "grt_max_degree": 48,
        "global_route.overflow_total": 0,
        "global_route.usage.total_pct": 37.0,
        "vias_in_the_first_global_route": 7967,
        "grt_pass1_wl_um": 49900,
    },
    "critical_path": {
        "critPathLaunchType": "input pin",
        "timing.critical_path.arrival_ns": 9.26,
        "crit_fanout": 40,
        "cp-end-kind": "output port",
        "largest_delay_share_family_worst_path": "simple AND/OR/NAND/NOR gates",
        "path_common_cell": "sky130_fd_sc_hd__clkdlybuf4s50_1",
        "worst_setup_path_startpoint": "inputA[3]",
        "slowest_delay_ns": 0.57,
        "cell_type_of_the_slowest_stage_on_the_worst_timing_path": "sky130_fd_sc_hd__or4_4",
        "critical_path.cell_chain": "clkdlybuf4s50_1 > buf_4 > inv_1 > ha_1 > or4_4 > a2111oi_4 > nor2_1 > xnor2_1 > a221oi_1 > o21ai_0 > nand4bb_1 > nor4_1 > nand4_1 > nor3_2 > clkdlybuf4s50_1",
        "timing.critical_path.buf_inv": 4,
        "worst_ep_required_time_ns": 14.56,
        "setup.worst_path.class": "in -> out",
    },
    "sta": {
        "max_clock_freq_mhz": 77.5,
        "final_max_slew_viol_count": 0,
        "layout_worst_path_cycle_share_pct": 70.9,
        "worst_pin_slew_ns": 0.971,
        "final_period_minus_worst_setup_slack_ns": 12.90,
        "setup_viol": 0,
        "worst_slew_margin_rel_pct": 33.6,
        "fin_tns_setup_ns": 0,
        "finalHoldViolCount": 0,
        "layout_setup_ws_ns": 5.30,
        "rsz0062_at_grt": "no",
    },
    "pwr": {
        "vdd_ir_drop_max_mv": 0.0208,
        "p_sw_share_pct": 59.0,
        "portion_of_total_power_attributed_to_the_clock_network_pct": 0,
        "internal-power_uw": 113,
        "cellLeakagePower_nw": 3.47,
        "p_per_area_mw_per_mm2": 33.3,
        "seq_power_share_pct": 0,
        "netSwitchingPower_uw": 164,
        "report.power.total_uw": 277,
        "share_comb_of_total_power_pct": 100.0,
    },
    "route": {
        "post_drt_wl_per_cell_um": 25.6,
        "number_of_inserted_diodes": 0,
        "vias": 8696,
        "detailed_router_iteration_count_before_antenna_repair": 5,
        "drt_iter0_drc": 873,
        "finalWirelength_um": 33900,
        "route.detailed.drc": 0,
        "post_route_antenna_net_violation_count": 0,
        "post_drt_via_cell_ratio": 6.57,
    },
    "layout": {
        "final_cell_count_no_fill": 1324,
        "drive_above_1_share_pct": 6.64,
        "ff_count": 0,
        "n_clock_buffer": 0,
        "ff_latch_area_um2": 0,
        "layout.core_utilization_pct": 47.6,
        "layout.filler_cells": 1824,
        "areaGrowthSynthToFinish_pct": 14.9,
    },
    "run": {
        "tool_warnings": 96,
        "timing.max_cap.violations": 0,
    },
    "die": {
        "floorplanUtilization_pct": 41.4,
        "core_area_mm2": 0.0175,
        "die-area_mm2": 0.0187,
        "die.size.x_um": 137,
        "dieHeight_um": 137,
        "pin_count": 101,
        "row_count": 48,
    },
    "worst_hold_path": {
        "min-delay-path-class": "in -> out",
        "hold_path.startpoint": "inputA[0]",
    },
    "placed_design": {
        "dp.final_hpwl_um": 26800,
        "placed_cells": 1324,
        "i_o_buffers": 101,
        "placement.setup.worst_slack_ns": 5.60,
        "routabilityCongestion": 1.01,
    },
    "clocking": {
        "cts-hold-fix-buffers": 0,
        "cts_resized": 0,
        "postCtsSetupBuffers": 0,
    },
}
layout make-up:
type | instances | area, um2 | share of cell area [%]
tap | 225 | 282 | 3.38
inverter | 97 | 364 | 4.38
timing repair buffer | 118 | 1130 | 13.6
multi-input combinational | 884 | 6550 | 78.7
cell usage in the layout, fill, tap and decap left out, types with 16 or more instances in the layout:
cell,n
sky130_fd_sc_hd__a211oi_1,20
sky130_fd_sc_hd__a21oi_1,86
sky130_fd_sc_hd__a22oi_1,28
sky130_fd_sc_hd__buf_4,17
sky130_fd_sc_hd__clkdlybuf4s50_1,99
sky130_fd_sc_hd__ha_1,96
sky130_fd_sc_hd__inv_1,89
sky130_fd_sc_hd__mux2i_1,37
sky130_fd_sc_hd__mux4_2,22
sky130_fd_sc_hd__nand2_1,79
sky130_fd_sc_hd__nand3_1,25
sky130_fd_sc_hd__nor2_1,93
sky130_fd_sc_hd__nor3_1,26
sky130_fd_sc_hd__nor4_1,18
sky130_fd_sc_hd__o211ai_1,16
sky130_fd_sc_hd__o21ai_0,51
sky130_fd_sc_hd__o22ai_1,23
sky130_fd_sc_hd__xnor2_1,20
final timing paths:
kind                   endpoint  slack, ns  cells after the start
worst min-delay path  result[1]       8.60                      6
worst max-delay path       zero       5.30                     15
layer usage:
layer	up-vias	GRT usage, %	share of wire [%]	wire length [um]
met5	-	0	0	0
met3	92	4.91	9.0	3040
li1	4047	-	-	-
met2	475	58.3	45	15200
met1	4082	51.2	41	14100
met4	0	14.5	4.7	1600
power groups by stage:
stage / logic, mW / clock network, mW / registers (mW)
after CTS: 0.271 / 0 / 0
after global routing: 0.296 / 0 / 0
final: 0.277 / 0 / 0
metrics by stage:
step                      area (um2)  hold WS (ns)
after floorplan                 7240          7.51
after global placement          8320          8.61
after detailed placement        8320          8.60
after CTS                       8320          8.61
after global routing            8320          8.70
final                           8320          8.60
cell families (layout without fill, tap and decap cells):
logic type               count (synthesis)  in the layout  synth area share [%]
AND-OR/OR-AND                          366            366                  34.7
XOR/XNOR                                22             22                  2.76
adder cells (fa/ha/maj)                 98             98                  17.1
buffers and inverters                  179            215                  9.67
multiplexers                            71             71                  13.8
AND/OR/NAND/NOR                        327            327                  21.9
Power is estimated from default activity; no workload was simulated.
